File: design/flow/config.mk
export PLATFORM = sky130hd
export DESIGN_NAME = info_fetch
export DESIGN_NICKNAME = info_fetch
export VERILOG_FILES = /design/flow/design.v
export SDC_FILE = /design/flow/constraint.sdc
export NUM_CORES = 4
export LEC_CHECK = 1
export CORE_UTILIZATION = 40
export SYNTH_MEMORY_MAX_BITS = 65536
File: design/flow/constraint.sdc
current_design info_fetch

set clk_period 6.1
set clk_io_pct 0.2

create_clock -name clk0 -period $clk_period [get_ports {clk}]

set non_clock_inputs [all_inputs -no_clocks]
set_input_delay [expr $clk_period * $clk_io_pct] -clock clk0 $non_clock_inputs
set_output_delay [expr $clk_period * $clk_io_pct] -clock clk0 [all_outputs]
File: design/flow/design.v
`timescale 1ns / 1ps
module info_fetch(
input stall,
input flush,
input PCsrc,
input clk,
input rst,
input [31:0]pc_b,
output reg[63:0]if_id
    );
reg [31:0]pc,t_pc;
wire [31:0]ins;
ins_mem i1(.pc(t_pc),.ins(ins));
always@(posedge clk or posedge rst)
begin
  if(rst) begin if_id<=0; pc<=0;  end 
  else if(flush) begin if_id<={pc,32'h00000000}; pc<=t_pc; end
  else if(stall) begin if_id<=if_id; pc<=pc; end
  else begin  if_id<={t_pc,ins}; pc<=t_pc; end 
end 
always@(*)
begin
  if(rst) begin t_pc=0; end
  else if(PCsrc) begin t_pc=pc_b; end
  else begin t_pc=pc+1;  end
end 
endmodule
`timescale 1ns / 1ps
module ins_mem (
    input [31:0] pc,
    output  [31:0] ins
);
    parameter mem_size = 1000;
    reg [31:0] i_mem [0:mem_size];
    initial begin
        i_mem[0] = 0;
        i_mem[1] = 32'b100011_01100_01000_0000000000000000;
        i_mem[2] = 32'b100011_01100_01001_0000000000000001;
        i_mem[3] = 32'b000000_01000_01001_01010_00000_100000;
        i_mem[4] = 32'b101011_01100_01010_0000000000000010;
        i_mem[5] = 32'hFFFFFFFF;
    end
   assign ins=i_mem[pc];
endmodule
File: design/flow/run.sh
#!/bin/bash
# OpenROAD 26Q1-2900-gdf79404cd8, Yosys 0.63+post, stock flow scripts
make -C /OpenROAD-flow-scripts/flow DESIGN_CONFIG=/design/flow/config.mk WORK_HOME=/design/flow/orfs finish
==> run_results.csv <==
group,metric,value,unit
yosys,syn_avg_cell_area,8.48,um2
yosys,syn_inst,535,
min_path,min_path_type,"flop to flop",
routing,drt_pre_antenna_iters,5,
timing,finalSetupViolCount,0,
yosys,ys.flop_type,"dfrtp_1",
global_route,grt_first_pass_wirelength,20.5,mm
place,dp.cells,717,
timing,max_slew_margin,0.366,
timing,fmax,0.290,GHz
timing,rsz0062_at_grt,"no",
worst_setup_path,worstPathMaxFanout,49,
timing,slew_viol_final,0,
floorplan,io_pins,101,
routing,drc,0,
clock_network,cts_setup_buffers,0,
routing,wl_per_cell,17.6,um
yosys,yosys_area,4540,um2
place,dp_hpwl,8.49,mm
floorplan,fp.dieW,109,um
clock_network,post_cts_resized,0,
floorplan,fp-utilization,0.415,
worst_setup_path,cp-start-kind,"primary input",
cells_and_area,stdcell_count,732,
yosys,yosysWarnings,2,
flow_run,drv_cap,0,
pwr,power_density,232,nW/um2
routing,viasPerCell,5.81,
clock_network,cts_buffer_depth,2,
yosys,numSynthFlops,71,
clock_network,cts_tree,"done",
timing,skew,0.00960,ns
yosys,ys_cells,535,
routing,drtIter0Drc,232,
clock_network,cts-root-buf,"clkbuf_16",
global_route,grt_max_degree,54,
yosys,edf_count,0,
cells_and_area,drive_gt1_frac,0.0726,
pwr,finalPower,1.32,mW
global_route,grt-ovfl-total,0,
timing,layout_min_cycle_time,3.45,ns
outcome,outcome,"complete, no violations",
timing,worst_slew_pin_slew,0.943,ns
timing,period_used_share,0.565,
global_route,antenna_found_initial,0,
clock_network,cts-buffers-inserted,9,
global_route,grt_pass1_vias,3895,
clock_network,clk_latency,0.33,ns
place,port_buffers,100,
timing,setup_tns,0,ns
clock_network,postCtsHoldBufs,0,
yosys,synth_cell_types,62,
global_route,grt_usage,0.230,
cells_and_area,syn2layout_area_growth,25.7,%
clock_network,htreeDepth,3,
floorplan,die_area,11800,um2
floorplan,core-area,10900,um2
worst_setup_path,critPathKind,"primary input to flop",
yosys,synth_seq_share,0.391,
floorplan,fp.dieH,109,um
clock_network,clock_sinks,71,
routing,num_vias,4250,
routing,ant_nets,0,
routing,diodes,0,
pwr,vdd_drop_max,109,uV
worst_setup_path,cp.required,6.30,ns
flow_run,warnings,27,
cells_and_area,fin_util,0.522,
floorplan,rows,38,
routing,wirelength,12.9,mm
worst_setup_path,cp.arrival,3.65,ns
timing,finalHoldViolations,0,
yosys,async_flop_share,1.00,
worst_setup_path,end_kind,"flop",
clock_network,path_clk_slew,0.06,ns
pwr,p_leak,2.30,nW
place,gp_congestion,0.853,
yosys,syn_area,4540,um2
==> layout make-up <==
type	instances	area [um2]
clock buffers	9	225
inverters	13	48.8
repair buffers	109	1060
multi-input cells	384	2360
clock inverters	6	62.6
fillers	996	5230
well taps	140	175
flip-flops and latches	71	1780
==> metal layers <==
layer | global-route usage | vias to the layer above | share of wire
met2 | 0.355 | 158 | 0.46
li1 | - | 2053 | -
met3 | 0.0337 | 12 | 0.067
met5 | 0 | - | 0
met4 | 0.0290 | 0 | 0.010
met1 | 0.364 | 2027 | 0.46
==> logic make-up after synthesis <==
kind of cell | share of synthesized area
compound gates | 0.245
buf+inv | 0.0901
xor+xnor | 0.0193
fa+ha+maj | 0.0110
flops | 0.391
mux | 0.0182
simple gates | 0.225
==> power by group <==
group / switching [mW] / total [mW] / internal, mW
sequential: 0.0516 / 0.568 / 0.517
clock: 0.206 / 0.519 / 0.313
combinational: 0.106 / 0.238 / 0.131
total: 0.364 / 1.32 / 0.961
==> Yosys cell counts (5+ instances only) <==
master,instances,share of area
a211oi_1,5,0.0083
a21o_1,6,0.0099
a21oi_1,25,0.028
a22oi_1,7,0.012
a31oi_1,11,0.015
and2_1,8,0.011
and3_1,7,0.0096
and4_1,6,0.012
buf_4,26,0.043
clkbuf_1,34,0.028
dfrtp_1,71,0.39
inv_1,12,0.0099
mux2i_1,6,0.013
nand2_1,61,0.050
nand2b_1,13,0.018
nand3_1,15,0.017
nand4_1,5,0.0069
nor2_1,25,0.021
nor2b_1,5,0.0069
nor3_1,17,0.019
nor4_1,17,0.023
o21ai_0,45,0.050
o22ai_1,6,0.0083
o31a_1,8,0.015
o31ai_1,12,0.020
or2_2,6,0.0083
xor2_1,9,0.017
==> stage by stage <==
| step | setup WS [ns] | hold WS (ns) | cell area [um2] |
|---|---|---|---|
| 3_3_place_gp | 2.40 | 0.486 | 5420 |
| 6_report | 2.65 | 0.506 | 5710 |
| 4_1_cts | 2.68 | 0.515 | 5710 |
| 2_1_floorplan | 1.92 | 0.442 | 4540 |
| 5_1_grt | 2.46 | 0.531 | 5710 |
| 3_5_place_dp | 2.34 | 0.499 | 5420 |
==> path summary, 6_finish.rpt <==
| kind | slack, ns | startpoint | cells after the start | to |
|---|---|---|---|---|
| min in group asynchronous | 1.41 | rst | 3 | if_id[40] |
| worst max register to register | 3.20 | pc[7] | 5 | pc[29] |
| worst min-delay path | 0.51 | if_id[39] | 2 | if_id[39] |
| worst min register to register | 0.51 | if_id[39] | 2 | if_id[39] |
| max in group asynchronous | 3.48 | rst | 5 | pc[23] |
| worst max-delay path | 2.65 | stall | 7 | pc[9] |
==> cell usage in the layout, fill, tap and decap left out, drive strengths merged, types with 6 or more instances in the layout <==
cell type,Yosys,layout
a21o,6,6
a21oi,25,25
a22oi,7,7
a31oi,11,11
and2,8,8
and3,7,7
and4,6,6
buf,32,10
clkbuf,35,9
clkdlybuf4s50,0,99
dfrtp,71,71
inv,12,12
mux2i,6,6
nand2,61,61
nand2b,13,13
nand3,15,15
nand4,6,6
nor2,25,25
nor3,17,17
nor4,18,18
o21ai,48,48
o22ai,6,6
o31a,8,8
o31ai,12,12
or2,6,6
xor2,9,9
==> state kept, by name (all words and copies together), names as in the netlist <==
signal	count
if_id	39
pc	32
==> critical path, stage by stage <==
cell and delay [ns]:
clkdlybuf4s50_1 0.45, buf_4 0.42, nor2b_2 0.71, buf_4 0.39
nor4_1 0.09, o31ai_1 0.23, o22ai_1 0.11
Power figures rest on the tool's default switching activity, not on a simulated workload.
