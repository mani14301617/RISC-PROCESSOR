File: flow/design.v
`timescale 1ns / 1ps
module control_id(
input [5:0]c_input,
output [1:0]ALU_op,
output reg_dst,
output jump,
output Mem_read,
output Mem_write,
output MemtoReg,
output ALU_src,
output Reg_Write,
output branch
    );
   assign jump=c_input[1]&(~c_input[0]);
   assign branch=c_input[2];
   assign Mem_read=c_input[0]&c_input[1]&(~c_input[3]);
   assign MemtoReg=Mem_read;
   assign Mem_write=c_input[0]&c_input[1]&c_input[3];
   assign ALU_op={((~c_input[5])&(~c_input[2])),c_input[2]};
   assign ALU_src=c_input[0]&c_input[1];
   assign Reg_Write=~((c_input[5]^c_input[1])|c_input[3]|c_input[2]);
   assign reg_dst=~c_input[1];
endmodule
`timescale 1ns / 1ps
module hazard_detection_unit_id(
input id_ex_Mem_read,
input Mem_write,
input [4:0]id_ex_reg_rd,
input [4:0]id_ex_reg_rt,
input [4:0]if_id_reg_rt,
input [4:0]if_id_reg_rs,
output stall
    );
    wire s1,s2;
    assign s1=(id_ex_Mem_read&((id_ex_reg_rt==if_id_reg_rt)|(id_ex_reg_rt==if_id_reg_rs)));
    assign s2=(Mem_write&&((id_ex_reg_rd==if_id_reg_rt)||(id_ex_reg_rd==if_id_reg_rs)));
    assign stall=(s1|s2)?1:0;
endmodule
`timescale 1ns / 1ps
module info_decode(
input [63:0]if_id,
input id_ex_Mem_read,
input [4:0]id_ex_reg_rt,
input [4:0]id_ex_reg_rd,
input mem_wb_reg_write,
input [4:0]w_reg,
input [31:0]w_data,
output stall,
output flush,
output PCsrc,
output reg [129:0]id_ex,
input clk,
input rst,
output [31:0]pc_b
);
wire ALU_src;
wire Reg_Write;
wire branch;
wire reg_dst;
wire jump;
wire Mem_read;
wire Mem_write;
wire MemtoReg;
wire [1:0]ALU_op;
wire [5:0]c_input;
assign c_input=if_id[31:26];
control_id ci(.c_input(c_input),.ALU_op(ALU_op),.ALU_src(ALU_src),.Reg_Write(Reg_Write),
.jump(jump),.branch(branch),.reg_dst(reg_dst),.Mem_read(Mem_read),.Mem_write(Mem_write),.MemtoReg(MemtoReg));
wire [4:0]if_id_reg_rt,if_id_reg_rs;
assign if_id_reg_rt=if_id[20:16];
assign if_id_reg_rs=if_id[25:21];
hazard_detection_unit_id hdu(.id_ex_Mem_read(id_ex_Mem_read),.Mem_write(Mem_write),.id_ex_reg_rd(id_ex_reg_rd),.id_ex_reg_rt(id_ex_reg_rt),
.if_id_reg_rt(if_id_reg_rt),.if_id_reg_rs(if_id_reg_rs),
.stall(stall));
wire  [31:0]r_data1;
wire  [31:0]r_data2;
wire [31:0]sign_extend_offset;
register_file rf(.r_reg1(if_id_reg_rs),.r_reg2(if_id_reg_rt),.w_reg(w_reg),.w_data(w_data),.Reg_Write(mem_wb_reg_write),
.r_data1(r_data1),.r_data2(r_data2));
assign sign_extend_offset={{16{if_id[15]}},if_id[15:0]};
always@(posedge clk or posedge rst)
begin
if(rst) begin id_ex<=0;  end 
else if(stall) begin id_ex<={{8{1'b0}},r_data1,r_data2,if_id[5:0],sign_extend_offset,if_id[25:21],if_id[20:16],if_id[20:16],if_id[15:11]}; end 
else  begin id_ex<={MemtoReg,Reg_Write,Mem_write,Mem_read,reg_dst,ALU_op,ALU_src,r_data1,r_data2,if_id[5:0],sign_extend_offset,if_id[25:21],if_id[20:16],if_id[20:16],if_id[15:11]}; end 
end 
assign pc_b=(branch)?(if_id[63:32]+(sign_extend_offset<<2)):((jump)?{if_id[63:60],(if_id[25:0]<<2)}:0);
assign flush=((r_data1==r_data2)&branch)?1:0;
assign PCsrc=(((r_data1==r_data2)&branch)|jump)?1:0;
endmodule
`timescale 1ns / 1ps
module register_file(
input [4:0]r_reg1,
input [4:0]r_reg2,
input [4:0]w_reg,
input [31:0]w_data,
input Reg_Write,
output  [31:0]r_data1,
output  [31:0]r_data2
    );
    reg [31:0]mem[0:50];
    initial
    begin
    mem[0]=0;
    mem[1]=32'h0011_1334;
   mem[2]=32'h0011_1334;
   mem[3]=32'h0010_1304;
   mem[4]=32'h0000_1334;
   mem[5]=32'h0010_1334;
   mem[6]=32'h0011_1334;
   mem[7]=32'h0031_1004;
   mem[8]=32'h0044_1334;
   mem[9]=32'h0033_1334;
   mem[12]=32'h0000_000C;
   mem[13]=32'h0000_000E;
end      
    assign r_data1=mem[r_reg1];
    assign r_data2=mem[r_reg2];
    always@(*)
     mem[w_reg]=Reg_Write?w_data:mem[w_reg];
endmodule
File: flow/run.sh
#!/bin/bash
# OpenROAD 26Q1-2900-gdf79404cd8, Yosys 0.63+post, stock flow scripts
make -C /OpenROAD-flow-scripts/flow DESIGN_CONFIG=/design/flow/config.mk WORK_HOME=/design/flow/orfs finish
File: flow/config.mk
export PLATFORM = sky130hd
export DESIGN_NAME = info_decode
export DESIGN_NICKNAME = info_decode
export VERILOG_FILES = /design/flow/design.v
export SDC_FILE = /design/flow/constraint.sdc
export NUM_CORES = 4
export LEC_CHECK = 1
export CORE_UTILIZATION = 40
File: flow/constraint.sdc
current_design info_decode

set clk_period 8.6
set clk_io_pct 0.2

create_clock -name clk0 -period $clk_period [get_ports {clk}]

set non_clock_inputs [all_inputs -no_clocks]
set_input_delay [expr $clk_period * $clk_io_pct] -clock clk0 $non_clock_inputs
set_output_delay [expr $clk_period * $clk_io_pct] -clock clk0 [all_outputs]
==> results.sh <==
# physical design summary
export IMPL_hold_violations=0
export IMPL_wl_per_cell_um=48.8
export IMPL_dr_pass1_iters=15
export IMPL_grt_pass1_vias=52300
export IMPL_ys_chip_area_um2=42000
export IMPL_drtIter0Drc=9841
export IMPL_synth_cell_type_count=89
export IMPL_syn2layout_area_growth_pct=17.8
export IMPL_finalCritPeriodShare_pct=101
export IMPL_worstSetupPathType="input port to output pin"
export IMPL_grt_overflow=0
export IMPL_grt_max_degree=65
export IMPL_clockBufferDepth=2
export IMPL_initial_utilization_pct=40.4
export IMPL_ir_drop_mv=0.0846
export IMPL_netlist_area_um2=42000
export IMPL_final_antenna_net_count=0
export IMPL_rows=118
export IMPL_fill_cells=9887
export IMPL_antenna_found_initial=57
export IMPL_synth_seq_cells=1121
export IMPL_dp_hpwl_um=212000
export IMPL_ys_warn_count=66
export IMPL_dieWidth_um=326
export IMPL_grt_pass1_wl_um=444000
export IMPL_holdCritPathClass="input port to flop"
export IMPL_timing_final_ws_setup_ns=-0.0803
export IMPL_setup_viol=2
export IMPL_tool_warnings=26
export IMPL_io_buffers=278
export IMPL_critPathLaunchType="input port"
export IMPL_p_leak_nw=20.4
export IMPL_routed_wl_um=332000
export IMPL_grt_usage_pct=63.1
export IMPL_untimed_endpoints=1024
export IMPL_power_density_nw_per_um2=98.7
export IMPL_synthArstFlopShare_pct=8.65
export IMPL_num_vias=56200
export IMPL_critPathArrivalTime_ns=6.96
export IMPL_cap_violations=0
export IMPL_io_pins=280
export IMPL_fp_dieH_um=326
export IMPL_cts_made_buffers=9
export IMPL_cts_htree_levels=3
export IMPL_drc=0
export IMPL_syn_avg_cell_area_um2=8.33
export IMPL_slew_viol_final=0
export IMPL_viasPerCell=8.26
export IMPL_clk_pin_slew_ns=0.08
export IMPL_power_mw=4.88
export IMPL_min_period_ns=8.68
export IMPL_cp_end_kind="output pin"
export IMPL_clockRootBuffer="clkbuf_16"
export IMPL_most_common_layout_cells="1024 x dlxtn_1, 898 x nand3_1, 454 x a22oi_1"
export IMPL_ff_type="dlxtn_1"
export IMPL_worstPathRequired_ns=6.88
export IMPL_outcome="complete, but fails checks"
export IMPL_cts_setup_buffers=0
export IMPL_ys_cells=5041
export IMPL_drive_gt1_share_pct=12.8
export IMPL_edf_count=0
export IMPL_syn_inst=5041
export IMPL_violations="negative setup slack"
export IMPL_place_ws_ns=-0.222
export IMPL_chipArea_um2=106000
export IMPL_worst_slew_pin_slew_ns=1.41
export IMPL_max_slew_margin_pct=5.95
export IMPL_unclocked_regs=1024
export IMPL_rsz0062_at_grt="no"
export IMPL_place_gp_congestion=1.11
export IMPL_fmax_mhz=115
export IMPL_cts_tree="built"
export IMPL_core_um2=104000
export IMPL_mostFrequentLayoutCell="dlxtn_1"
export IMPL_path_max_fanout=18
## timing repair
| action | CTS | global route |
|---|---|---|
| hold buffers | 0 | 0 |
| endpoints found under the setup margin | 2 | 2 |
| gates resized | 3 | 1 |
## synth_stat cells, drive strengths merged, types with 37 or more instances
cell type	count	area share [%]
a22oi	454	8.1
dfrtp	97	5.8
dlxtn	1024	37
nor3	66	0.81
clkbuf	299	2.7
buf	177	2.6
a22o	211	4.4
nand3	902	11
a222oi	51	1.2
nor2	199	1.8
nand2	150	1.3
nand4	339	5.1
a2111oi	37	0.83
xnor2	49	1.0
nor4	67	1.0
a21oi	158	1.9
o21ai	60	0.72
a221oi	207	4.3
and3	120	1.8
nor2b	40	0.61
## cells by family (layout without fill, tap and decap cells)
| kind of cell | count (synthesis) | count (layout) | synth area share (%) |
|---|---|---|---|
| simple gates | 2002 | 2002 | 25.5 |
| compound gates | 1297 | 1297 | 23.8 |
| latches | 1024 | 1024 | 36.7 |
| buf+inv | 504 | 790 | 5.48 |
| flops | 97 | 97 | 5.78 |
| xor+xnor | 72 | 72 | 1.50 |
| fa+ha+maj | 30 | 30 | 0.912 |
| mux | 15 | 15 | 0.382 |
| other cells | 0 | 95 | 0 |
## where the power goes
part	total [mW]	internal, mW	switching [mW]
combinational	2.16	0.809	1.35
clock	0.478	0.203	0.275
sequential	2.24	1.45	0.789
total	4.88	2.47	2.42
## routing by layer
layer	wire, µm	GRT usage, %
met1	108000	69.8
met2	123000	78.7
met3	62200	47.2
met4	38000	51.1
met5	884	10.4
## worst max-delay path, cell delays in order
cell and delay, ns:
buf_2 0.52, buf_4 0.31, nand3b_2 0.15, nor2_2 1.03, buf_4 0.37, a22oi_1 0.09
nand4_1 0.09, nor3_1 0.05, a21oi_1 0.29, xnor2_1 0.20, buf_4 0.21, or4b_1 0.61
or4_1 0.61, o21ai_1 0.18, clkdlybuf4s50_1 0.48
## worst paths after layout
kind                       slack, ns  depth (start not counted)      start         end
max                            -0.08                         15  if_id[19]       PCsrc
min                             1.57                          1  if_id[22]   id_ex[16]
max in group asynchronous       5.79                          3        rst   id_ex[19]
min in group asynchronous       1.72                          2        rst  id_ex[106]
## registers in the layout (all words and copies together) (netlist names)
register,cells
rf.mem,1024
id_ex,97
## final cells by class
cell class	count	area (µm²)	share of cell area, %
flip-flops and latches	1121	17800	36.0
multi-input cells	3416	22500	45.4
diodes	95	238	0.481
clock buffers	9	225	0.455
inverters	28	110	0.223
repair buffers	746	6810	13.8
clock inverters	7	66.3	0.134
well taps	1380	1730	3.49
## per-stage QoR
step / setup TNS, ns / cell area [µm²] / utilization (%) / hold WS (ns) / instances
floorplan: 0 / 42000 / - / 1.75 / 5041
global placement: -0.522 / 48900 / 47.1 / 2.00 / 6691
detailed placement: -0.419 / 48900 / 47.1 / 2.01 / 6691
CTS: 0 / 49200 / 47.4 / 1.55 / 6707
global route: 0 / 49300 / 47.5 / 1.56 / 6727
finish: -0.140 / 49400 / 47.6 / 1.57 / 6802
Power figures rest on the tool's default switching activity, not on a simulated workload.
