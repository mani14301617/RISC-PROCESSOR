==> design/flow/run.sh <==
#!/bin/bash
# OpenROAD 26Q1-2900-gdf79404cd8, Yosys 0.63+post, stock flow scripts
make -C /OpenROAD-flow-scripts/flow DESIGN_CONFIG=/design/flow/config.mk WORK_HOME=/design/flow/orfs finish
==> design/flow/constraint.sdc <==
current_design memory

set clk_period 1.0
set clk_io_pct 0.2

create_clock -name clk0 -period $clk_period [get_ports {clk}]

set non_clock_inputs [all_inputs -no_clocks]
set_input_delay [expr $clk_period * $clk_io_pct] -clock clk0 $non_clock_inputs
set_output_delay [expr $clk_period * $clk_io_pct] -clock clk0 [all_outputs]
==> design/flow/config.mk <==
export PLATFORM = sky130hd
export DESIGN_NAME = memory
export DESIGN_NICKNAME = memory
export VERILOG_FILES = /design/flow/design.v
export SDC_FILE = /design/flow/constraint.sdc
export NUM_CORES = 4
export LEC_CHECK = 1
export CORE_UTILIZATION = 30
==> design/flow/design.v <==
`timescale 1ns / 1ps
module data_mem(
input [31:0]address,
input [31:0]write_data,
input mem_write,
input mem_read,
output [31:0]data
    );
    reg [31:0]data_memory[0:30];
    initial 
    begin
    data_memory[0]=0;
    data_memory[1]=32'h0000_0003;
    data_memory[2]=32'h0001_1034;
    data_memory[3]=32'h0400_1004;
    data_memory[4]=32'h00AB_0034;
    data_memory[5]=32'h1210_1200;
    data_memory[6]=32'h0DC0_1001;
    data_memory[7]=32'h008A_0000;
    data_memory[8]=32'h000B_1200;
    data_memory[9]=32'h0010_1000;
    data_memory[10]=32'h0011_1334; 
    data_memory[11]=32'h0011_1334; 
    data_memory[12]=32'h0000_0001; 
    data_memory[13]=32'h0000_0003; 
    data_memory[14]=32'h0011_1334; 
    data_memory[15]=32'h0011_1334; 
    data_memory[16]=32'h0011_1334; 
    data_memory[17]=32'h0011_1334; 
    data_memory[18]=32'h0011_1334; 
    data_memory[19]=32'h0011_1334; 
    end
    assign data=mem_read?data_memory[address]:0;
    always@(*)
    begin
    if(mem_write) begin data_memory[address]=write_data; end
    else data_memory[address]=data_memory[address];
    end
endmodule
`timescale 1ns / 1ps
module memory(
input [72:0]ex_mem,
output reg [70:0]mem_wb,
output [4:0]ex_mem_rd,
output [31:0]ex_mem_data,
output ex_mem_regwrite,
input clk,
input rst
    );
assign ex_mem_rd=ex_mem[4:0];
assign ex_mem_data=ex_mem[68:37];
assign ex_mem_regwrite=ex_mem[71];
wire [31:0]t_data1,t_data2,rd_data;
assign t_data1=ex_mem[68:37];
assign t_data2=ex_mem[36:5];
wire write,read;
assign write=ex_mem[70];
assign read=ex_mem[69];
data_mem dm(.address(t_data1),.write_data(t_data2),.mem_write(write),.mem_read(read),.data(rd_data));
always@(posedge clk or posedge rst)
begin
if(rst) mem_wb<=0;
else mem_wb<={ex_mem[72:71],rd_data,t_data1,ex_mem_rd};
end   
endmodule
==> git commit body <==
Store results of the implementation flow

- Minimum period implied by the final worst setup slack: 1.93 ns
* Cell seen most often among critical-path stages: buf_12
- The leakage power in the latest report is 0.0160 uW.
- Setup slack on the worst path after placement came out at -1.59 ns.
- The mapped netlist covers 24900 um2.
- Yosys stat cell total: 2354
* # port buffers: 183
- Averaged over all synthesized cells, the footprint is 10.6 um2.
- The cell family contributing the most delay on the critical path is simple AND/OR/NAND/NOR gates.
- Per the OpenROAD floorplan log, the area of the core is 82000 um2.
- After layout, the design draws a total of 23300 uW.
* Final worst-path cycle share: 193%
- Required time of the worst setup path: 1.29 ns
- Average via count per standard cell: 5.39
- The first detailed-routing pass took 7 iterations.
- Hold analysis shows the worst path with a depth of 1.
- Cell area leaders: dlxtn_1, a22oi_1, dfrtp_1, and3_1, a2111oi_0
* Number of enable-type register cells in the synthesized netlist: 0
* Async set or reset register ratio after synthesis: 6.68%
* Die Area: 84000 um2
* Total Wirelength: 101000 um
- Cells fill 42.0% of the core in the end.
* DRT antenna net count: 0
- Per the detail_route report, the via count comes to 21200.
- Max-cap violations in this run came to 0.
* Initial core utilization: 30.3%
- Fraction of layout instances using a drive strength above 1: 31.2%
* Final instance count without filler cells: 3931
- The internal power of the cells totals 15500 uW.
- The number of antenna violations at the first check in global routing was 3.
* Clk pwr share: 16.0%
- Number of CTS-inserted buffers: 9
- Post-synthesis chip area from yosys: 24900 um2
- Final Worst Setup Slack: -0.932 ns
- Number of unconstrained endpoints: 992
* Overall track demand over capacity in global routing: 24.3%
- The STA report counts the stages on the worst setup path as 12.
- The flow ran to the end, but the final reports show violations.
- Clock-pin slew on the worst setup and hold paths: 0.06 ns
- Looking at the max-slew report, the worst-margin pin has a slew of 1.05 ns.
- Routability-driven placement finished with a final weighted congestion of 0.993.
- STA classifies the critical path endpoint as a register.
- Biggest cell delay along the critical path: 0.49 ns
* Cell types with the highest counts after synthesis: dlxtn_1, a22oi_1, and3_1, clkbuf_1, nand2_1
* Cells traversed along the worst timing path: buf_12 -> buf_12 -> nand3b_1 -> buf_4 -> buf_6 -> nor2_4 -> buf_12 -> buf_12 -> a22oi_2 -> nand3_1 -> or4_4 -> and3b_1
* Worst setup SP type: input port
* Number of register pins that no clock reaches: 992
- Count of standard-cell rows: 105
- Switching power: 7790 uW
* Die x size: 290 um
* # placed instances: 3767
* Clock tree buffer depth: 2
- The worst-case max-slew headroom was logged as 29.3%.
- Area growth, synth to finish: 38.4%
- Yosys top cell area share: 60.0%
* Part of the power in combinational logic: 34.1%
* Maximum fanout count along the critical path: 8
- During I/O placement, the number of pins put on the boundary was 184.
- Upper clock frequency limit: 518 MHz
- Remaining global-route overflow: 0
- Worst Path Buf+Inv: 6
* Maximum number of pins on one net before global-route repair: 50
- The via count of the first global-routing pass was 20400.
* Setup repair after global routing missed its margin: yes
- Yosys warning total: 995
- Clk root buf: clkbuf_16
* Total power per unit cell area: 678 nW/um2
- Unique masters post-synth: 57
- Data arrives at the worst endpoint at 2.22 ns.
* Number of design rule violations left after detail routing: 0
- The routed design shows a wire length per standard cell of 25.7 um.
* Leading area contributor after synthesis: dlxtn_1
* Share of total power in sequential cells: 49.9%
- Most numerous cell in the Yosys netlist: dlxtn_1
* Gate count of the mapped netlist: 2354
- The tightest min-delay check is of the input port to register type.
* Worst slack on hold paths: 0.0260 ns
* Dominant flop cell: dlxtn_1
* Max-slew violations: 0
- The first global-routing pass estimated 144000 um of wire.
- The die is 290 um tall.
* Final HPWL DP: 65700 um
- Type of the worst setup path: input port to register
- In the final report, the number of endpoints failing setup comes to 105.
* VDD IR-drop max: 0.801 mV
- The synthesized design contains 1063 register bits.
- Once iteration 0 of detailed routing completed, the report listed 1590 DRC markers.
* Final number of hold-violating endpoints: 0
- Tool warning count: 28
* Clock tree from TritonCTS: yes
* H-Tree Level Count: 3
* Worst-path cell with the longest stage delay: or4_4
- Switching part of the total power: 33.4%
- Violated checks: setup timing
- In the final layout, the fill cell count is 7560.
[routing by layer]
layer  up-vias  share of wire [%]  track usage [%]
met3       252                 10             7.73
met2      1046                 46             37.8
met1     10400                 39             31.8
met5         -                  0                0
li1       9457                  -                -
met4         0                5.1             10.5
[what timing repair did]
| item | CTS | global route |
|---|---|---|
| resized | 605 | 94 |
| gates cloned | 12 | 2 |
| endpoints found under the setup margin | 141 | 106 |
| pin swaps | 112 | 93 |
| endpoints found under the hold margin | 26 | 0 |
| setup buffers | 77 | 34 |
| hold buffers | 26 | 0 |
[registers in the layout, summed over array words and instances, names as in the netlist]
signal	flops
mem_wb	71
dm.data_memory	992
[cells by family (layout without fill, tap and decap cells)]
family / Yosys count / after routing / synth area share [%]
flip-flops: 71 / 71 / 7.15
AND/OR/NAND/NOR: 602 / 605 / 13.5
latches: 992 / 992 / 60.0
AND-OR/OR-AND: 467 / 467 / 14.3
multiplexers: 31 / 31 / 1.32
other: 0 / 2 / 0
buffers and inverters: 191 / 693 / 3.76
[cell usage in the layout, fill, tap and decap left out, types with 11 or more instances in the layout]
cell type | netlist | final
a22oi_2 | 1 | 56
nor3b_2 | 0 | 12
o22ai_1 | 18 | 18
nor2b_1 | 15 | 12
a22oi_1 | 285 | 230
buf_6 | 3 | 50
buf_12 | 0 | 80
nand2_1 | 91 | 85
and3_1 | 148 | 123
nand3_2 | 0 | 15
a32oi_1 | 18 | 15
dlxtn_1 | 992 | 992
nor4_4 | 0 | 15
buf_4 | 38 | 315
clkdlybuf4s50_1 | 0 | 63
buf_2 | 41 | 102
and3_4 | 0 | 25
mux2_2 | 15 | 13
buf_8 | 0 | 13
dfrtp_1 | 71 | 71
mux2i_1 | 16 | 16
and3b_1 | 17 | 13
o31ai_2 | 0 | 12
o21ai_0 | 16 | 16
nor2_1 | 89 | 68
a22o_1 | 20 | 19
nor2_4 | 0 | 19
buf_16 | 0 | 11
nand3_1 | 70 | 54
nand4_1 | 60 | 60
a2111oi_4 | 0 | 35
dlygate4sd3_1 | 0 | 26
[power by group through the flow]
| stage | sequential (uW) | clock [uW] | combinational [uW] |
|---|---|---|---|
| after CTS | 11500 | 3870 | 7540 |
| after global routing | 12200 | 3930 | 8410 |
| final | 11600 | 3730 | 7950 |
[cell type report]
class | instances | area [um2] | area share [%]
diodes | 2 | 5.00 | 0.0146
clock inverters | 6 | 70.1 | 0.204
well taps | 1070 | 1340 | 3.89
flip-flops and latches | 1063 | 16700 | 48.5
inverters | 3 | 15.0 | 0.0437
repair buffers | 674 | 6600 | 19.2
clock buffers | 10 | 229 | 0.666
multi-input cells | 1103 | 9460 | 27.5
[per-stage QoR]
step                cell area (um2)  setup TNS, ns
floorplan                     26100         -27.73
global placement              31200         -63.16
detailed placement            31200         -62.66
CTS                           33600         -32.55
global route                  34400         -36.35
finish                        34400         -32.59
[path summary, 6_finish.rpt]
check | start | end | slack (ns)
worst max-delay path | ex_mem[41] | mem_wb[45]$_DFF_PP0_ | -0.93
worst min-delay path | ex_mem[63] | mem_wb[31]$_DFF_PP0_ | 0.03
max in group asynchronous | rst | mem_wb[34]$_DFF_PP0_ | 0.52
min in group asynchronous | rst | mem_wb[23]$_DFF_PP0_ | 0.22
Power and IR drop assume default switching activity.
